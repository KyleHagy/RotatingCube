==> design.v <==
module clock_divider #(parameter div_value = 1)(
    input logic clk, 
    output logic divided_clk = 0
 );
    integer counter_value = 0;
    always@ (posedge clk)begin 
    if(counter_value == div_value)
        counter_value <=0;
        else 
        counter_value <= counter_value+1;
    end
    always@ (posedge clk)begin 
        if(counter_value == div_value)
            divided_clk <= ~divided_clk;
        else 
        divided_clk <= divided_clk;
    end
endmodule
==> run.sh <==
#!/bin/bash
# OpenROAD 26Q1-2900-gdf79404cd8, Yosys 0.63+post, stock flow scripts
make -C /OpenROAD-flow-scripts/flow DESIGN_CONFIG=/design/flow/config.mk WORK_HOME=/design/flow/orfs finish
==> config.mk <==
export PLATFORM = sky130hd
export DESIGN_NAME = clock_divider
export DESIGN_NICKNAME = clock_divider
export VERILOG_FILES = /design/flow/design.v
export SDC_FILE = /design/flow/constraint.sdc
export NUM_CORES = 4
export LEC_CHECK = 1
export CORE_UTILIZATION = 30
==> constraint.sdc <==
current_design clock_divider

set clk_period 4.4
set clk_io_pct 0.2

create_clock -name clk0 -period $clk_period [get_ports {clk}]

set non_clock_inputs [all_inputs -no_clocks]
set_input_delay [expr $clk_period * $clk_io_pct] -clock clk0 $non_clock_inputs
set_output_delay [expr $clk_period * $clk_io_pct] -clock clk0 [all_outputs]
==> flow_summary.toml <==
# yosys + openroad results
[synthesis]
ys_cells = 134
ys_seq_frac = 0.487
ys_ff = 33
yosys_warnings = 1
syn_area_per_cell_sq_um = 10.3
ys_types = 22
yosys_area_sq_um = 1380
syn-instance-count = 134
netlist_area_sq_um = 1380

[clocking]
cts_sinks = 33
clockBufferDepth = 2
cts_setup_buffers = 0
cts-resized-gates = 0
htreeDepth = 2
hold_buffers = 0
cts_tree = "yes"
clk_pin_slew_ps = 60
cts_buffers = 5
clock_latency_ps = 280
ctsRootBufferMaster = "clkbuf_8"

[floorplanning]
die_x_um = 69.7
die-area_sq_um = 4860
num_io_pins = 2
row_count = 24
core-area_sq_um = 4380
dieHeight_um = 69.7
fp_util = 0.314

[final_timing]
fin_crit_sh = 0.452
clock_skew_ps = 2.42
setup_violations = 0
slew_violations = 0
period_needed_ps = 1990
finalHoldViolCount = 0
max_freq_ghz = 0.503
worstMarginPinSlew_ps = 584
max_slew_margin = 0.608
setup_slack_ps = 2410
whs_ps = 478
rsz0062_at_grt = "no"
tns_ps = 0

[final_layout]
final_area_sq_um = 1530
final_util = 0.350
most-common-layout-cells = "32 x dfxtp_1, 26 x xnor2_1, 15 x nand3_1"
mostFrequentLayoutCell = "dfxtp_1"
area_growth_pct = 11.4
final_cells = 193
layout-drive-gt1-share = 0.0780

[grt]
groute.layer.met3.usage = 0.0324
overflow = 0
grt_pass1_wl_um = 3880
top_usage_layer = "met1"
grt_pass1_vias = 858
grt_util_all_layers = 0.0993
use_met1 = 0.157
grt_max_degree = 11
met2_usage = 0.140
antenna_found_initial = 0

[setup_path]
r2r_end = "counter_value[31]"
path_cells = "clkdlybuf4s50_1"
cp_num_buf_inv = 1
required_ps = 3520
arrival_ps = 1110
end_kind = "primary output"
worstSetupStartpointType = "flop"
reg2reg_depth = 4
critical-path-top-delay-family = "buffers and inverters"
worstPathMaxFanout = 2
worst-r2r-setup-slack_ps = 2680
cpPeakStageDelay_ps = 480
slowest_stage = "clkdlybuf4s50_1"
worstSetupPathType = "reg2out"
r2r-start = "counter_value[2]"

[place]
place_congestion = 0.790
dpl.hpwl_um = 1550
placement.cell_area_sq_um = 1440
port_buffers = 1
placedCellCount = 185
pre_cts_slack_ps = 2670

[detailed_routing]
drc = 0
finalWirelength_um = 2260
post_drt_via_cell_ratio = 4.96
diodes = 0
drt-wirelength-per-cell_um = 11.7
ant_nets = 0
firstDrtPassIters = 4
num_vias = 958
first_iter_violations = 30

[flow_run]
drv_cap = 0
warnings = 26

[pwr]
leakagePower_nw = 0.501
irDropWorstVdd_v = 0.000196
pwr_density_cell_nw_per_um2 = 346
p_total_uw = 531

[min_path]
min_from = "counter_value[31]"
hold_end = "counter_value[31]"
min_path_type = "reg2reg"
min_path_cells = 1

[outcome]
status = "finished clean"
==> final cells by class <==
| cell class | instances | area (sq um) |
|---|---|---|
| Clock buffer | 8 | 90.1 |
| Tap cell | 52 | 65.1 |
| Fill cell | 432 | 2850 |
| Inverter | 2 | 7.51 |
| Multi-Input combinational cell | 97 | 689 |
| Timing Repair Buffer | 1 | 10.0 |
| Sequential cell | 33 | 671 |
==> flip-flops by register name (all words and copies together) (netlist names) <==
name	count
divided_clk	1
counter_value	32
==> layer usage <==
layer,part of all wire,wire [um],up-vias
li1,-,-,492
met1,0.51,1160,447
met2,0.43,966,14
met3,0.048,108,5
met4,0.011,24,0
met5,0,0,-
==> worst max path at each step <==
stage	depth (start not counted)	end	from	slack, ps
after CTS	1	divided_clk	divided_clk	2400
after global routing	1	divided_clk	divided_clk	2370
final	1	divided_clk	divided_clk	2410
==> worst reg2reg max path: stages (launching register included) <==
cell     delay [ps]
dfxtp_1         440
nand3_2         190
nor4_4          610
nand4_1         200
xnor2_1         170
==> where the power goes <==
group / switching (mW) / internal [mW]
combinational: 0 / 0
clock: 0.103 / 0.127
sequential: 0 / 0.300
==> kinds of logic (layout without fill, tap and decap cells) <==
group / Yosys count / count (layout) / synth area share
simple gates: 65 / 65 / 0.292
flops: 33 / 33 / 0.487
xor+xnor: 30 / 30 / 0.191
buf+inv: 4 / 11 / 0.0118
fa+ha+maj: 2 / 2 / 0.0182
==> synthesized netlist by cell type <==
| cell type | instances | area share |
|---|---|---|
| clkbuf_1 | 1 | 0.0027 |
| xnor2_1 | 26 | 0.17 |
| nor4_4 | 2 | 0.031 |
| nand4_2 | 1 | 0.0091 |
| nand4_1 | 8 | 0.036 |
| nor4_1 | 6 | 0.027 |
| ha_1 | 2 | 0.018 |
| dfxtp_1 | 32 | 0.47 |
| buf_2 | 1 | 0.0036 |
| nand3_2 | 1 | 0.0073 |
| and3_1 | 7 | 0.032 |
| and4_2 | 1 | 0.0073 |
| and4_1 | 3 | 0.019 |
| nand2_1 | 8 | 0.022 |
| edfxtp_1 | 1 | 0.022 |
| nand3_1 | 15 | 0.055 |
| xor2_1 | 4 | 0.025 |
| nor3_1 | 2 | 0.0073 |
| and2_1 | 3 | 0.014 |
| inv_1 | 2 | 0.0055 |
| nor2_1 | 7 | 0.019 |
| nor4b_1 | 1 | 0.0064 |
No activity file was given, so power comes from the tool's default toggle rates.
